--- /design/flow/run.sh ---
#!/bin/bash
# OpenROAD 26Q1-2900-gdf79404cd8, Yosys 0.63+post, stock flow scripts
make -C /OpenROAD-flow-scripts/flow DESIGN_CONFIG=/design/flow/config.mk WORK_HOME=/design/flow/orfs finish
--- /design/flow/config.mk ---
export PLATFORM = sky130hd
export DESIGN_NAME = cacheline_adaptor
export DESIGN_NICKNAME = cacheline_adaptor
export VERILOG_FILES = /design/flow/design.v
export SDC_FILE = /design/flow/constraint.sdc
export NUM_CORES = 4
export LEC_CHECK = 1
export CORE_AREA = 10 10 392 392
export DIE_AREA = 0 0 402 402
--- /design/flow/constraint.sdc ---
current_design cacheline_adaptor

set clk_period 4.1
set clk_io_pct 0.2

create_clock -name clk0 -period $clk_period [get_ports {clk}]

set non_clock_inputs [all_inputs -no_clocks]
set_input_delay [expr $clk_period * $clk_io_pct] -clock clk0 $non_clock_inputs
set_output_delay [expr $clk_period * $clk_io_pct] -clock clk0 [all_outputs]
--- /design/flow/design.v ---
package arbitermux;
typedef enum bit[1:0]{
    icache  = 2'b00
    ,dcache = 2'b01
} arbitermux_sel_t;
endpackage
package metamux;
typedef enum bit[1:0]{
    nothing  = 2'b00
    ,whit    = 2'b01
    ,wb      = 2'b10
    ,rp      = 2'b11
} metamux_sel_t;
endpackage
package pcmux; 
typedef enum bit {
    pc_plus4  = 1'b0
    ,alu_plus4 = 1'b1
} pcmux_sel_t;
endpackage
package marmux;
typedef enum bit {
    pc_out = 1'b0
    ,alu_out = 1'b1
} marmux_sel_t;
endpackage
package cmpmux;
typedef enum bit {
    rs2_out = 1'b0
    ,i_imm = 1'b1
} cmpmux_sel_t;
endpackage
package alumux;
typedef enum bit {
    rs1_out = 1'b0
    ,pc_out = 1'b1
} alumux1_sel_t;
typedef enum bit [2:0] {
    i_imm    = 3'b000
    ,u_imm   = 3'b001
    ,b_imm   = 3'b010
    ,s_imm   = 3'b011
    ,j_imm   = 3'b100
    ,rs2_out = 3'b101
} alumux2_sel_t;
typedef enum bit {
    alu_out  = 1'b0
    ,cmp_out = 1'b1
} arithmux_sel_t;
endpackage
package regfilemux;
typedef enum bit [3:0] {
    alu_out   = 4'b0000
    ,br_en    = 4'b0001
    ,u_imm    = 4'b0010
    ,lw       = 4'b0011
    ,pc_plus4 = 4'b0100
    ,lb        = 4'b0101
    ,lbu       = 4'b0110   
    ,lh        = 4'b0111
    ,lhu       = 4'b1000   
} regfilemux_sel_t;
endpackage
package iaddrmux;
typedef enum bit [1:0] {
    always_pc   = 2'b00
    ,always_alu = 2'b01
    ,br_en      = 2'b10
} iaddrmux_sel_t;
endpackage
package forwardermux; 
typedef enum bit [1:0] {
    no_hazard      = 2'b00
    ,ex_hazard     = 2'b01
    ,mem_hazard    = 2'b10
    ,double_hazard = 2'b11
} forwardermux_sel_t;
endpackage
interface rvfi_itf(input clk, input rst);
    logic halt;
    logic commit;
    logic [63:0] order;
    logic [31:0] inst;
    logic trap;
    logic [4:0] rs1_addr;
    logic [4:0] rs2_addr;
    logic [31:0] rs1_rdata;
    logic [31:0] rs2_rdata;
    logic load_regfile;
    logic [4:0] rd_addr;
    logic [31:0] rd_wdata;
    logic [31:0] pc_rdata;
    logic [31:0] pc_wdata;
    logic [31:0] mem_addr;
    logic [3:0] mem_rmask;
    logic [3:0] mem_wmask;
    logic [31:0] mem_rdata;
    logic [31:0] mem_wdata;
    logic [15:0] errcode;
endinterface
module cacheline_adaptor
(
    input clk,
    input reset_n,
    input logic [255:0] line_i,
    output logic [255:0] line_o,
    input logic [31:0] address_i,
    input read_i,
    input write_i,
    output logic resp_o,
    input logic [63:0] burst_i,
    output logic [63:0] burst_o,
    output logic [31:0] address_o,
    output logic read_o,
    output logic write_o,
    input resp_i
);
logic [255:0] cur_line;
logic [31:0]  cur_addr;
always_ff @ (posedge clk) begin
    cur_line <= line_i;
end
assign address_o = address_i;
logic [255:0] pre_line_o;
always_ff @ (posedge clk) begin
    pre_line_o <= line_o;
end
enum logic [3:0] {wait_0, read_1, read_2, read_3, read_4, write_0, write_1, write_2, write_3, write_4, done} state, next_state;
always_ff @ (posedge clk) begin
    if(!reset_n)
        state <= wait_0;
    else
        state <= next_state;
end
always_comb begin
    next_state = state;
    case (state)
        wait_0: begin
            if(read_i)
                next_state = read_1;
            else if(write_i)
                next_state = write_0;
            else
                next_state = wait_0;
        end
        read_1: begin
            if (resp_i)
                next_state = read_2;
            else
                next_state = read_1;
        end
        read_2:
            next_state = read_3;
        read_3:
            next_state = read_4;
        read_4:
            next_state = done;
        write_0: 
            next_state = write_1;
        write_1:
            if (resp_i)
                next_state = write_2;
            else
                next_state = write_1;
        write_2:
            next_state = write_3;
        write_3:
            next_state = write_4;
        write_4:
            next_state = done;
        done:
            next_state = wait_0;
        default: next_state = wait_0;
    endcase
end
always_comb begin
    resp_o = 1'b0;
    read_o = 1'b0;
    write_o = 1'b0;
    line_o = pre_line_o;
    burst_o = 64'b0;
    case(state)
        wait_0: begin
            read_o = 1'b0;
            write_o = 1'b0;
        end
        read_1: begin
            line_o[63:0] = burst_i;
            read_o = 1'b1;
        end
        read_2: begin
            line_o[127:64] = burst_i;
            read_o = 1'b1;
        end
        read_3: begin
            line_o[191:128] = burst_i;
            read_o = 1'b1;
        end
        read_4: begin
            line_o[255:192] = burst_i;
            read_o = 1'b1;
        end
        write_0:;
        write_1: begin
            burst_o = cur_line[63:0];
            write_o = 1'b1;
        end
        write_2: begin
            burst_o = cur_line[127:64];
            write_o = 1'b1;
        end
        write_3: begin
            burst_o = cur_line[191:128];
            write_o = 1'b1;
        end
        write_4: begin
            burst_o = cur_line[255:192];
            write_o = 1'b1;
        end
        done:
            resp_o = 1'b1;
        default:;
    endcase
end
endmodule : cacheline_adaptor
==> results.tsv <==
stage	metric	value	unit
timing	tightest_slew	0.835	ns
route	route.detailed.vias_per_inst	2.88	
global_route	grt.total_usage	0.0698	
clocking	max-clock-path-buffers	3	
critical_path	crit_path_max_fanout	38	
critical_path	end_kind	output pin	
synthesis	synth.top_cells.by_area	sky130_fd_sc_hd__dfxtp_1 (69%), sky130_fd_sc_hd__mux2_2 (19%), sky130_fd_sc_hd__a22oi_1 (6.3%)	
synthesis	post_synth.cell_area_avg	14.1	um^2
route	drc	0	
synthesis	ys_chip_area	0.0153	mm^2
global_route	global_route_wire_length_before_repair	82200	um
global_route	globalRoute.totalOverflow	0	
finish	layout_top_cell_excl_fill_tap	sky130_fd_sc_hd__clkdlybuf4s50_1	
finish	layout_top_cells	sky130_fd_sc_hd__clkdlybuf4s50_1 (647), sky130_fd_sc_hd__dfxtp_1 (515), sky130_fd_sc_hd__mux2_2 (252)	
clocking	tritoncts.num_buffers	57	
floorplan	die_height	402	um
finish	flow.area_growth_from_synthesis	67.9	%
timing	rsz0062_at_grt	false	
critical_path	path_class	reg2out	
critical_path	worst_path_dominant_cell_family	buffers and inverters	
critical_path	timing.critical_path.arrival	2.68	ns
route	ant_nets	0	
synthesis	syn_inst	1079	
floorplan	ios	712	
clocking	htree_num_levels	2	
timing	timing.clock.skew	0.0744	ns
synthesis	synth-warning-count	1	
route	detailedRoute.firstPassIterationCount	4	
finish	layout-drive-gt1-share	0.208	
synthesis	netlist.top_cell.by_area	sky130_fd_sc_hd__dfxtp_1	
clocking	clkSinkCount	523	
critical_path	internal_reg_to_reg_setup_slack	2.38	ns
status	status	finished, final reports clean	
clocking	cts_resized	0	
placement	place_inst	3570	
timing	clock.fmax	286	MHz
critical_path	cell_breakdown_of_the_critical_path	buf_12 > mux2_2 > clkdlybuf4s50_1	
job	max-cap-violations	0	
synthesis	synth.lib_cells_used.distinct	19	
placement	gp_congestion	0.896	
floorplan	std_cell_rows	140	
global_route	antenna_found_initial	12	
route	drt-initial-drc-count	358	
placement	placement.io_buffers	647	
clocking	clock_insertion_delay_worst_skew	0.66	ns
floorplan	dieArea	0.162	mm^2
timing	post_route_setup_tns	0	ns
route	totalWireLength	59000	um
timing	setup_violations	0	
clocking	cts.reportedPaths.clkPinSlew	0.07	ns
global_route	vias_in_the_first_global_route	11200	
clocking	cts_tree	built	
timing	timing.max_slew.rel_slack	0.443	
floorplan	core_region_area	0.145	mm^2
route	route.detailed.wl_per_inst	16.1	um
synthesis	netlist_area	0.0153	mm^2
pwr	ir_drop	0.319	mV
placement	detailedPlacementHpwl	45200	um
pwr	power_per_unit_of_standard_cell_area	516	mW/mm^2
critical_path	required	3.28	ns
synthesis	synth_stat.cells	1079	
critical_path	cpPeakStageDelay	0.70	ns
floorplan	die.size.x	402	um
timing	final_period_minus_worst_setup_slack	3.50	ns
clocking	cts_setup_buffers	0	
finish	stdcell_count	3675	
min_path	min-delay-path-class	reg2reg	
synthesis	ys_sh_mux	0.189	
synthesis	yosys-dominant-comb-family	multiplexers	
timing	slew_violations	0	
job	log.warning_count	25	
timing	min_period_over_period	0.854	
timing	report.final.hold_viol_count	0	
floorplan	floorplan.core_util	0.105	
critical_path	worstPathBufferInverterCount	2	
synthesis	synth-xor-area-share	0	
critical_path	slowest_stage	sky130_fd_sc_hd__dfxtp_4	
synthesis	ys_sh_simple	0.0208	
pwr	leakage_power_total	0.00952	uW
route	num_vias	10600	
synthesis	synth-seq-cells	523	
synthesis	synth_adder_area_share	0	
clocking	number_of_buffers_added_to_fix_hold_violations_after_cts	0	
critical_path	worst_setup_path_start_kind	register	
synthesis	synth.yosys.seq_area_share	0.686	
clocking	ctsRootBufferMaster	sky130_fd_sc_hd__clkbuf_16	
synthesis	post_synth_ao_oa_area_fraction	0.0650	
synthesis	synth_largest_type_area_fraction	0.686	
global_route	grt_max_degree	67	
==> path summary, 6_finish.rpt <==
| check | to | start | cells past startpoint |
|---|---|---|---|
| worst max-delay path | line_o[96] | state[3]$_DFF_P_ | 3 |
| worst min-delay path | pre_line_o[59]$_DFF_P_ | pre_line_o[59]$_DFF_P_ | 1 |
| worst max register to register | pre_line_o[96]$_DFF_P_ | state[3]$_DFF_P_ | 2 |
| worst min register to register | pre_line_o[59]$_DFF_P_ | pre_line_o[59]$_DFF_P_ | 1 |
==> power breakdown <==
group	total (uW)	leakage [uW]	internal [uW]	switching, uW
sequential	5980	0.00440	5800	177
combinational	2250	0.00423	1650	601
clock	4990	0.000895	2800	2200
total	13200	0.00952	10300	2970
==> synth_stat cells <==
cell	number
sky130_fd_sc_hd__a21boi_1	1
sky130_fd_sc_hd__a22oi_1	128
sky130_fd_sc_hd__and2_1	4
sky130_fd_sc_hd__and3_1	2
sky130_fd_sc_hd__buf_2	32
sky130_fd_sc_hd__buf_4	44
sky130_fd_sc_hd__buf_6	7
sky130_fd_sc_hd__clkbuf_1	6
sky130_fd_sc_hd__dfxtp_1	523
sky130_fd_sc_hd__inv_1	2
sky130_fd_sc_hd__mux2_1	4
sky130_fd_sc_hd__mux2_2	252
sky130_fd_sc_hd__nand2_1	66
sky130_fd_sc_hd__nand2b_1	1
sky130_fd_sc_hd__nor2b_1	1
sky130_fd_sc_hd__nor3_1	1
sky130_fd_sc_hd__o21a_1	2
sky130_fd_sc_hd__o311ai_0	1
sky130_fd_sc_hd__or4_1	2
==> logic make-up after synthesis <==
logic type | count (synthesis)
AOI/OAI and AO/OA | 132
buffers and inverters | 91
DFF | 523
muxes | 256
and+or+nand+nor | 77
==> flip-flops by register name, indices dropped and copies added (netlist names) <==
| register | count |
|---|---|
| pre_line_o | 256 |
| cur_line | 256 |
| state | 11 |
==> layout make-up <==
type                       count  area [um^2]
sequential                   523        10500
fill                       15800       120000
clock inverter                19          193
inverter                       2         7.51
antenna                        4         10.0
multi-input combinational    465         4190
timing repair buffer         663         6700
clock buffer                  82         1640
tap                         1917         2400
==> worst register-to-register path, stage by stage, from the launching register on <==
cell	delay (ns)
sky130_fd_sc_hd__dfxtp_4	0.70
sky130_fd_sc_hd__buf_12	0.41
sky130_fd_sc_hd__mux2_2	0.46
==> routing by layer <==
layer  routed length, um  GRT usage
met1               22800     0.0814
met3                6650     0.0316
met4                2320     0.0244
met5                  52          0
met2               27200      0.113
==> per-stage QoR <==
stage | setup WS (ns) | utilization | hold WS, ns | area [um^2] | total power, uW
6_report | 0.598 | 0.176 | 0.464 | 25600 | 13200
3_3_place_gp | 0.737 | 0.164 | 0.441 | 23800 | 8370
3_5_place_dp | 0.716 | 0.164 | 0.446 | 23800 | 8400
2_1_floorplan | 2.19 | - | 0.410 | 15300 | 6580
5_1_grt | 0.432 | 0.176 | 0.481 | 25600 | 13900
4_1_cts | 0.442 | 0.176 | 0.465 | 25600 | 13500
Power is estimated from default activity; no workload was simulated.
