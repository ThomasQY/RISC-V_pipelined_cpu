<file path="flow/design.v">
package arbitermux;
typedef enum bit[1:0]{
    icache  = 2'b00
    ,dcache = 2'b01
} arbitermux_sel_t;
endpackage
package metamux;
typedef enum bit[1:0]{
    nothing  = 2'b00
    ,whit    = 2'b01
    ,wb      = 2'b10
    ,rp      = 2'b11
} metamux_sel_t;
endpackage
package pcmux; 
typedef enum bit {
    pc_plus4  = 1'b0
    ,alu_plus4 = 1'b1
} pcmux_sel_t;
endpackage
package marmux;
typedef enum bit {
    pc_out = 1'b0
    ,alu_out = 1'b1
} marmux_sel_t;
endpackage
package cmpmux;
typedef enum bit {
    rs2_out = 1'b0
    ,i_imm = 1'b1
} cmpmux_sel_t;
endpackage
package alumux;
typedef enum bit {
    rs1_out = 1'b0
    ,pc_out = 1'b1
} alumux1_sel_t;
typedef enum bit [2:0] {
    i_imm    = 3'b000
    ,u_imm   = 3'b001
    ,b_imm   = 3'b010
    ,s_imm   = 3'b011
    ,j_imm   = 3'b100
    ,rs2_out = 3'b101
} alumux2_sel_t;
typedef enum bit {
    alu_out  = 1'b0
    ,cmp_out = 1'b1
} arithmux_sel_t;
endpackage
package regfilemux;
typedef enum bit [3:0] {
    alu_out   = 4'b0000
    ,br_en    = 4'b0001
    ,u_imm    = 4'b0010
    ,lw       = 4'b0011
    ,pc_plus4 = 4'b0100
    ,lb        = 4'b0101
    ,lbu       = 4'b0110   
    ,lh        = 4'b0111
    ,lhu       = 4'b1000   
} regfilemux_sel_t;
endpackage
package iaddrmux;
typedef enum bit [1:0] {
    always_pc   = 2'b00
    ,always_alu = 2'b01
    ,br_en      = 2'b10
} iaddrmux_sel_t;
endpackage
package forwardermux; 
typedef enum bit [1:0] {
    no_hazard      = 2'b00
    ,ex_hazard     = 2'b01
    ,mem_hazard    = 2'b10
    ,double_hazard = 2'b11
} forwardermux_sel_t;
endpackage
interface rvfi_itf(input clk, input rst);
    logic halt;
    logic commit;
    logic [63:0] order;
    logic [31:0] inst;
    logic trap;
    logic [4:0] rs1_addr;
    logic [4:0] rs2_addr;
    logic [31:0] rs1_rdata;
    logic [31:0] rs2_rdata;
    logic load_regfile;
    logic [4:0] rd_addr;
    logic [31:0] rd_wdata;
    logic [31:0] pc_rdata;
    logic [31:0] pc_wdata;
    logic [31:0] mem_addr;
    logic [3:0] mem_rmask;
    logic [3:0] mem_wmask;
    logic [31:0] mem_rdata;
    logic [31:0] mem_wdata;
    logic [15:0] errcode;
endinterface
module regfile
(
    input clk,
    input rst,
    input load,
    input [31:0] in,
    input [4:0] src_a, src_b, dest,
    output logic [31:0] reg_a, reg_b
);
logic [31:0] data [32];
always_ff @(posedge clk)
begin
    if (rst)
    begin
        for (int i=0; i<32; i=i+1) begin
            data[i] <= '0;
        end
    end
    else if (load && dest)
    begin
        data[dest] <= in;
    end
end
always_comb
begin  
    reg_a = src_a ? ((src_a == dest & load) ? in : data[src_a]) : 0;
    reg_b = src_b ? ((src_b == dest & load) ? in : data[src_b]) : 0;
end
endmodule : regfile
</file>
<file path="flow/config.mk">
export PLATFORM = sky130hd
export DESIGN_NAME = regfile
export DESIGN_NICKNAME = regfile
export VERILOG_FILES = /design/flow/design.v
export SDC_FILE = /design/flow/constraint.sdc
export NUM_CORES = 4
export LEC_CHECK = 1
export CORE_UTILIZATION = 40
</file>
<file path="flow/constraint.sdc">
current_design regfile

set clk_period 25.0
set clk_io_pct 0.2

create_clock -name clk0 -period $clk_period [get_ports {clk}]

set non_clock_inputs [all_inputs -no_clocks]
set_input_delay [expr $clk_period * $clk_io_pct] -clock clk0 $non_clock_inputs
set_output_delay [expr $clk_period * $clk_io_pct] -clock clk0 [all_outputs]
</file>
<file path="flow/run.sh">
#!/bin/bash
# OpenROAD 26Q1-2900-gdf79404cd8, Yosys 0.63+post, stock flow scripts
make -C /OpenROAD-flow-scripts/flow DESIGN_CONFIG=/design/flow/config.mk WORK_HOME=/design/flow/orfs finish
</file>
==> results.toml <==
# synthesis and place-and-route metrics
[place]
post_dp_cell_area_sq_mm = 0.0580
place_ws_ns = 10.60
dp_hpwl_um = 115000
gp_congestion = 0.977
port-buffer-count = 113

[global_routing]
antenna_found_initial = 7
grt_pass1_vias = 35957
grt-ovfl-total = 0
grt_use_total = 0.301
grt_max_degree = 67
grt_pass1_wl_um = 267000

[sta]
fin_crit_ns = 14.45
setup_violations = 0
drv_slew = 0
period_used_share = 0.578
timing.final.ws_setup_ns = 10.55
slew_headroom = 0.0356
setup_tns_ns = 0
max_freq_mhz = 69.2
hold_viol_final = 0
worstMarginPinSlew_ns = 1.41
rsz0062_at_grt = "false"

[yosys]
syn_area_per_cell_sq_um = 14.6
syn_area_sq_mm = 0.0547
common_cells = "edfxtp_1 (1,024), and2_1 (994), mux4_2 (388)"
synthCells = 3740
ys.flops = 1024
topCellsByArea = "edfxtp_1 (56%), mux4_2 (16%), and2_1 (11%)"
top_area_cell = "edfxtp_1"
enable_flop_cells = 1024
synthArstFlopShare = 0
synth-seq-area-share = 0.562
yosysWarningCount = 1
top_cell_area_share = 0.562
ys_cells = 3740
synth_cell_type_count = 50
ys.flop_type = "edfxtp_1"
ys_chip_area_sq_mm = 0.0547
synth.most_common_cell = "edfxtp_1"

[detailed_routing]
first_pass_iters = 6
drcViolationCount = 0
post_drt_wl_per_cell_um = 33.8
drt_wl_total_um = 190000
ant_nets = 0
drt_iter0_drc = 2408
viasPerCell = 6.11
dr_total_vias = 34398

[floorplan]
die_area_sq_mm = 0.138
initial_core_util = 0.403
die-height_um = 372
io_pins = 114
coreArea_sq_mm = 0.136
rows = 135
chipWidth_um = 372

[power_and_ir_drop]
irDropWorstVdd_uv = 52.2
finalPower_mw = 4.13
leakage_nw = 21.4
powerDensity_mw_per_mm2 = 67.3

[critical_path]
path_class = "in2out"
crit_required_ns = 20.00
slowest_delay_ns = 1.21
path_max_fanout = 40
cp_common_cell = "buf_4"
worstPathArrival_ns = 9.45
cp-end-kind = "primary output"
startpoint_type = "primary input"
cpMaxStageDelayCell = "a2111oi_0"
path_cells = "buf_6 -> buf_4 -> buf_4 -> mux4_2 -> a2111oi_0 -> buf_4 -> a21oi_1 -> a22o_1 -> clkdlybuf4s50_1"

[clock_network]
cts_resized = 0
cts_root_buf = "clkbuf_16"
cts_hold_buf = 0
htreeDepth = 3
cts.sinks = 1024
cts_setup_buffers = 0
clkTransAtPathRegs_ns = 0.06
numCtsBuffers = 107
cts_tree = "done"
clockBufferDepth = 3

[cells_and_area]
ff_latch_area_sq_mm = 0.0307
top_regs = "data x1024"
drive_above_1_share = 0.213
fin_area_sq_mm = 0.0614
synthToLayoutAreaGrowth_pct = 12.2
fillers = 11634
largest_register = "data"
largest_register_ffs = 1024
comb_area_sq_mm = 0.0226

[outcome]
status = "completed"

[flow_run]
maxCapViolCount = 0
warning_count = 26

[hold_path]
hold_class = "in2reg"
[worst max-delay path, delay by kind of cell]
kind,cells,cell delay (ns)
buffers and inverters,5,2.45
AOI/OAI and AO/OA,3,1.49
muxes,1,0.41
[through the flow]
stage / cells / util / hold WS, ns
2_1_floorplan: 3771 / - / 5.20
4_1_cts: 5624 / 0.453 / 4.74
5_1_grt: 5626 / 0.453 / 4.77
3_5_place_dp: 5427 / 0.428 / 5.47
3_3_place_gp: 5427 / 0.428 / 5.47
6_report: 5626 / 0.453 / 4.80
[routing by layer]
| metal | GRT usage | vias to the layer above | share of wire |
|---|---|---|---|
| li1 | - | 14490 | - |
| met1 | 0.365 | 16930 | 0.33 |
| met2 | 0.423 | 2509 | 0.45 |
| met3 | 0.216 | 451 | 0.17 |
| met4 | 0.114 | 18 | 0.048 |
| met5 | 0.0346 | - | 0.0033 |
[path summary, 6_finish.rpt]
kind	startpoint	endpoint	slack (ns)	cells after the start
worst max-delay path	src_b[1]	reg_b[22]	10.55	9
worst min-delay path	rst	data[0][8]	4.80	1
[cell type report]
cell class,count,share of cell area
sequential,1024,0.501
timing repair buffer,289,0.0404
clock buffer,128,0.0456
multi-input combinational,2331,0.367
antenna,2,0.0000815
clock inverter,69,0.00917
tap,1781,0.0363
inverter,2,0.000122
[kinds of logic (layout without fill, tap and decap cells)]
group / after synthesis / count (layout) / synth area share
AOI/OAI and AO/OA: 469 / 469 / 0.0645
xor gates and xnor gates: 10 / 10 / 0.00160
buffers and inverters: 416 / 488 / 0.0323
DFF: 1024 / 1024 / 0.562
muxes: 674 / 674 / 0.212
other: 1 / 34 / 0.0000685
and+or+nand+nor: 1146 / 1146 / 0.127
[placed cells by master, fill, tap and decap left out, types with 12 or more instances in the layout]
cell,netlist,layout
a22o_1,55,55
mux4_2,388,388
nor2_2,0,15
nand3_1,12,12
a2111oi_0,24,20
clkdlybuf4s50_1,0,105
clkinv_1,0,32
or2_2,33,33
o221ai_1,42,42
nand2_1,35,35
nor2_4,0,20
clkbuf_16,0,109
edfxtp_1,1024,1024
a221o_1,13,13
conb_1,1,32
buf_4,22,177
and2_1,994,993
a21oi_1,78,78
mux2i_1,281,281
a22oi_1,133,133
o221a_2,18,18
o22ai_1,41,41
clkinv_2,0,22
clkbuf_1,306,19
[where the power goes]
group          total [mW]  internal [mW]  switching (mW)
sequential           2.03           1.98          0.0445
clock                1.56          0.886           0.679
combinational       0.540          0.223           0.317
No activity file was given, so power comes from the tool's default toggle rates.
