**./design.v**
```verilog
package arbitermux;
typedef enum bit[1:0]{
    icache  = 2'b00
    ,dcache = 2'b01
} arbitermux_sel_t;
endpackage
package metamux;
typedef enum bit[1:0]{
    nothing  = 2'b00
    ,whit    = 2'b01
    ,wb      = 2'b10
    ,rp      = 2'b11
} metamux_sel_t;
endpackage
package pcmux; 
typedef enum bit {
    pc_plus4  = 1'b0
    ,alu_plus4 = 1'b1
} pcmux_sel_t;
endpackage
package marmux;
typedef enum bit {
    pc_out = 1'b0
    ,alu_out = 1'b1
} marmux_sel_t;
endpackage
package cmpmux;
typedef enum bit {
    rs2_out = 1'b0
    ,i_imm = 1'b1
} cmpmux_sel_t;
endpackage
package alumux;
typedef enum bit {
    rs1_out = 1'b0
    ,pc_out = 1'b1
} alumux1_sel_t;
typedef enum bit [2:0] {
    i_imm    = 3'b000
    ,u_imm   = 3'b001
    ,b_imm   = 3'b010
    ,s_imm   = 3'b011
    ,j_imm   = 3'b100
    ,rs2_out = 3'b101
} alumux2_sel_t;
typedef enum bit {
    alu_out  = 1'b0
    ,cmp_out = 1'b1
} arithmux_sel_t;
endpackage
package regfilemux;
typedef enum bit [3:0] {
    alu_out   = 4'b0000
    ,br_en    = 4'b0001
    ,u_imm    = 4'b0010
    ,lw       = 4'b0011
    ,pc_plus4 = 4'b0100
    ,lb        = 4'b0101
    ,lbu       = 4'b0110   
    ,lh        = 4'b0111
    ,lhu       = 4'b1000   
} regfilemux_sel_t;
endpackage
package iaddrmux;
typedef enum bit [1:0] {
    always_pc   = 2'b00
    ,always_alu = 2'b01
    ,br_en      = 2'b10
} iaddrmux_sel_t;
endpackage
package forwardermux; 
typedef enum bit [1:0] {
    no_hazard      = 2'b00
    ,ex_hazard     = 2'b01
    ,mem_hazard    = 2'b10
    ,double_hazard = 2'b11
} forwardermux_sel_t;
endpackage
interface rvfi_itf(input clk, input rst);
    logic halt;
    logic commit;
    logic [63:0] order;
    logic [31:0] inst;
    logic trap;
    logic [4:0] rs1_addr;
    logic [4:0] rs2_addr;
    logic [31:0] rs1_rdata;
    logic [31:0] rs2_rdata;
    logic load_regfile;
    logic [4:0] rd_addr;
    logic [31:0] rd_wdata;
    logic [31:0] pc_rdata;
    logic [31:0] pc_wdata;
    logic [31:0] mem_addr;
    logic [3:0] mem_rmask;
    logic [3:0] mem_wmask;
    logic [31:0] mem_rdata;
    logic [31:0] mem_wdata;
    logic [15:0] errcode;
endinterface
module data_array #(
    parameter s_offset = 5,
    parameter s_index = 4
)
(
    clk,
    rst,
    read,
    write_en,
    index,
    datain,
    dataout
);
localparam s_mask   = 2**s_offset;
localparam s_line   = 8*s_mask;
localparam num_sets = 2**s_index;
input clk;
input rst;
input read;
input [s_mask-1:0] write_en;
input [s_index-1:0] index;
input [s_line-1:0] datain;
output logic [s_line-1:0] dataout;
logic [s_line-1:0] data [num_sets-1:0]  ;
assign dataout = data[index];
always_ff @(posedge clk)
begin
    if (rst) begin
        for (int i = 0; i < num_sets; ++i)
            data[i] <= '0;
    end
    else begin
        for (int i = 0; i < s_mask; i++)
        begin
            data[index][8*i +: 8] <= write_en[i] ? datain[8*i +: 8] :
                                                   data[index][8*i +: 8];
        end
    end
end
endmodule : data_array
```
**./run.sh**
```bash
#!/bin/bash
# OpenROAD 26Q1-2900-gdf79404cd8, Yosys 0.63+post, stock flow scripts
make -C /OpenROAD-flow-scripts/flow DESIGN_CONFIG=/design/flow/config.mk WORK_HOME=/design/flow/orfs finish
```
**./config.mk**
```make
export PLATFORM = sky130hd
export DESIGN_NAME = data_array
export DESIGN_NICKNAME = data_array
export VERILOG_FILES = /design/flow/design.v
export SDC_FILE = /design/flow/constraint.sdc
export NUM_CORES = 4
export LEC_CHECK = 1
export CORE_UTILIZATION = 40
```
**./constraint.sdc**
```tcl
current_design data_array

set clk_period 29.1
set clk_io_pct 0.2

create_clock -name clk0 -period $clk_period [get_ports {clk}]

set non_clock_inputs [all_inputs -no_clocks]
set_input_delay [expr $clk_period * $clk_io_pct] -clock clk0 $non_clock_inputs
set_output_delay [expr $clk_period * $clk_io_pct] -clock clk0 [all_outputs]
```
==> run notes <==
- outcome: finished clean
- share of layout cells above drive strength 1: 19.6%
- setup slack after placement: 11.15 ns
- critical path startpoint category: primary input
- slew at the pin closest to its max-slew limit: 1.06 ns
- placed standard-cell area: 193,000 sq um
- Peak Freq: 56.3 MHz
- H-Tree Depth: 5
- setup repair after global routing missed its margin: false
- total count of hold-check failures in the final report: 0
- Worst Setup Slack, final: 11.34 ns
- Critical Path RT: 23.28 ns
- chip area: 455,000 sq um
- port bufs: 549
- remaining number of nets flagged by the antenna check after routing: 0
- Max Buffers Root-to-Sink: 4
- # resized after CTS: 0
- critical path cell sequence: buf_16 > buf_12 > buf_4 > buf_4 > buf_4 > buf_4 > buf_4 > buf_4 > mux4_2 > mux2_2 > nand2_1 > o21ai_0 > clkdlybuf4s50_1
- most popular library cell in the synthesized design by count: nor2_1
- CP max stage delay: 0.67 ns
- global-route met2 utilization: 37.5%
- kind of capture point of the worst setup path: primary output
- Mapped Area: 181,000 sq um
- largest registers: data: 4096 flops
- Post-synth ARST share: 0%
- global-route total usage across every layer: 25.0%
- hold_ws: 0.935 ns
- core footprint: 449,000 sq um
- cell type of the slowest stage on the worst timing path: buf_4
- combined flip-flop and latch cell area: 123,000 sq um
- MaxCap Viol Count: 0
- mean number of vias per cell: 5.55
- Area leader share: 68.0%
- total power density per cell area: 64.4 nW/um^2
- overall die width: 674 um
- setup clock skew after layout: 0.0350 ns
- placed cell count: 18,000
- maximum number of pins on one net before global-route repair: 85
- total grt overflow: 0
- ys cells: 12,100
- cell class contributing the biggest share of worst-path delay: buffers and inverters
- yosys synthesis warning count: 1
- data arrival time of the critical path: 11.94 ns
- library cell occupying the most area in the post-synthesis netlist: edfxtp_1
- hold buffers post-CTS: 0
- shortest clock period the worst path allows after layout: 17.76 ns
- area of the multi-input gates: 54,200 sq um
- Critical Setup Path Class: in -> out
- Min-Delay Path Class: reg -> reg
- violation count after the first detailed-route iteration: 6,085
- die boundary height: 674 um
- met1 usage in global routing: 31.5%
- I/O Pins: 551
- number of flip-flops in the largest register: 4,096
- met3 Resource Use GR: 16.2%
- via count of the first global-routing pass: 112,000
- count of fill cells added during filler insertion: 38,400
- antenna violations before repair: 14
- vias after detailed routing: 105,000
- cell types with the largest area share after synthesis: edfxtp_1 (68%), mux4_2 (13%), nor2_1 (8.5%), a21boi_4 (1.7%), mux2_2 (1.6%)
- total number of warnings across the stage logs: 27
- number of enable flip-flop cells: 4,096
- number of iterations in the first detailed-routing pass: 5
- post-DR wirelength/cell: 27.6 um
- largest vdd supply drop: 0.0586 mV
- Clk pin slew, worst setup/hold paths: 0.06 ns
- Synth flops: 4,096
- YS chip area: 181,000 sq um
- synth unique cells: 26
- relative slew slack: 28.5%
- insertion delay to the later sink of the worst-skew pair: 0.99 ns
- Most flops, register: data
- TritonCTS buffer count: 428
- post-CTS setup buffers: 0
- dominant cell type by count on the critical path: buf_4
- final count of negative-setup-slack endpoints: 0
- Static Leak: 73.1 nW
- final worst path period share: 61.0%
- area added between synthesis and finish: 14.2%
- total count of max-transition violations in the final report: 0
- average cell area after synthesis: 15.0 sq um
- post-detailed-routing wire length: 519 mm
- drt drc: 0
- finished layout cell area: 207,000 sq um
- synthesized instance count: 12,100
- DP Wirelength: 297 mm
- total negative setup slack: 0 ns
- final estimated routing congestion in global placement: 0.830
- Initial Utilization: 40.2%
- Seq/Total Area, Yosys: 68.0%
- clock tree from TritonCTS: built
- Buf+Inv Stages, Crit Path: 9
- Cell Count, Final, Fillers Out: 18,800
- largest fanout of any net on the critical path: 64
- most used standard cells in the synthesized netlist: nor2_1 (4,111), edfxtp_1 (4,096), mux4_2 (1,006)
- placement row count: 246
- most common flop cell mapped by yosys: edfxtp_1
- busiest layer in global routing: met2
- number of clock sinks seen by CTS: 4,096
- clock root buffer: clkbuf_16
- global-route wire length before repair: 754 mm
[cell type report]
| type | instances | area share (%) |
|---|---|---|
| antenna | 9 | 0.0109 |
| clock buffer | 529 | 5.39 |
| clock inverter | 250 | 0.981 |
| multi-input combinational | 7038 | 26.2 |
| sequential | 4096 | 59.6 |
| tap | 5952 | 3.61 |
| timing repair buffer | 950 | 4.21 |
[kinds of logic (layout without fill, tap and decap cells)]
family | after synthesis | in the layout | synth area share [%]
AND/OR/NAND/NOR | 4695 | 4695 | 9.82
flip-flops | 4096 | 4096 | 68.0
multiplexers | 1545 | 1545 | 15.7
buffers and inverters | 926 | 1729 | 2.14
AND-OR/OR-AND | 798 | 798 | 4.31
other | 0 | 9 | 0
[worst register-to-register path, stage by stage, from the launching register on]
cell	delay, ns
edfxtp_1	0.37
mux4_2	0.48
mux2i_1	0.50
o31a_1	0.49
nor2_1	0.10
[power by group]
part / total (mW) / internal (mW) / leakage, nW / switching (mW)
sequential: 6.82 / 6.76 / 42.7 / 0.0600
clock: 5.21 / 2.90 / 6.39 / 2.31
combinational: 1.28 / 0.480 / 24.0 / 0.797
total: 13.3 / 10.1 / 73.1 / 3.17
[cells in the final DEF (no fill, tap or decap), types with 12 or more instances in the layout]
| cell type | netlist | layout |
|---|---|---|
| a21boi_2 | 88 | 88 |
| a21boi_4 | 159 | 159 |
| a21o_4 | 0 | 12 |
| a22oi_1 | 14 | 14 |
| buf_12 | 0 | 13 |
| buf_4 | 27 | 388 |
| bufinv_16 | 0 | 21 |
| clkbuf_1 | 674 | 99 |
| clkbuf_16 | 0 | 430 |
| clkdlybuf4s50_1 | 0 | 545 |
| clkinv_1 | 0 | 130 |
| clkinv_2 | 0 | 63 |
| edfxtp_1 | 4096 | 4096 |
| mux2_2 | 256 | 256 |
| mux2i_1 | 283 | 283 |
| mux4_2 | 1006 | 1006 |
| nand2_1 | 528 | 512 |
| nand2_4 | 0 | 16 |
| nor2_1 | 4111 | 4111 |
| nor2b_1 | 40 | 24 |
| nor2b_2 | 0 | 16 |
| o21ai_0 | 251 | 250 |
| o31a_1 | 247 | 247 |
[per-layer routing]
layer	up-vias	part of all wire, %
li1	45600	-
met1	51500	34
met2	6608	48
met3	833	15
met4	16	3.2
met5	-	0.054
[final timing paths]
kind,startpoint,to,slack [ns],depth (start not counted)
setup / recovery,index[1],dataout[134],11.34,13
hold / removal,data[11][230],data[0][230],0.94,4
setup reg to reg,data[11][44],data[2][44],26.90,4
hold reg to reg,data[11][230],data[0][230],0.94,4
[stage by stage]
stage / util, % / power, mW
2_1_floorplan: - / 7.72
3_3_place_gp: 43.0 / 8.22
3_5_place_dp: 43.0 / 8.23
4_1_cts: 46.0 / 13.4
5_1_grt: 46.0 / 13.7
6_report: 46.0 / 13.3
Power and IR drop assume default switching activity.
